==> design.v <==
module de_reg(CLK, NRST, pcD, instD, rs1D, rs2D, rdD, source1D, source2D, immD, alu_codeD, alu_srcD, jump_codeD, branch_codeD, mem_storeD, mem_loadD, reg_writeD, cannot_calcpcD, 
		pcE, instE, rs1E, rs2E, rdE, source1E, source2E, immE, alu_codeE, alu_srcE, jump_codeE, branch_codeE, mem_storeE, mem_loadE, reg_writeE, cannot_calcpcE, stall, fail_predictE, nextpc);
	input CLK, NRST;
	input [12:0] pcD;
	input [31:0] instD;
	input [4:0] rs1D, rs2D, rdD;
	input [31:0] source1D, source2D, immD;
	input [5:0] alu_codeD;
	input alu_srcD;
	input [1:0] jump_codeD;
	input [2:0] branch_codeD;
	input [1:0] mem_storeD;
	input [2:0] mem_loadD;
	input reg_writeD;
	input cannot_calcpcD;
	output reg [12:0] pcE;
	output reg [31:0] instE;
	output reg [4:0] rs1E, rs2E, rdE;
	output reg [31:0] source1E, source2E, immE;
	output reg [5:0] alu_codeE;
	output reg alu_srcE;
	output reg [1:0] jump_codeE;
	output reg [2:0] branch_codeE;
	output reg [1:0] mem_storeE;
	output reg [2:0] mem_loadE;
	output reg  reg_writeE;
	output reg cannot_calcpcE;
	input stall;
	input fail_predictE;
	input [12:0] nextpc;
	always @(posedge CLK) begin
		if(!NRST) begin
			pcE <= 13'd0;
			instE <= 32'd0;
			rs1E <= 5'd0; 
			rs2E <= 5'd0;
			rdE <= 5'd0;
			source1E <= 32'd0;
			source2E <= 32'd0;
			immE <= 32'd0;
			alu_codeE <= 6'd0;
			alu_srcE <= 1'd0;
			jump_codeE <= 2'd0;
			branch_codeE <= 3'd0;
			mem_storeE <= 2'd0;
			mem_loadE <= 3'd0;
			reg_writeE <= 1'd0;
			cannot_calcpcE <= 1'b0;
		end else begin
			if(fail_predictE) begin
				instE <= 32'd0;
				pcE <= nextpc - 13'd2;	 
			end else begin
				instE <= instD;
				pcE <= pcD;
			end
			rs1E <= rs1D; 
			rs2E <= rs2D;
			rdE <= rdD;
			source1E <= source1D;
			source2E <= source2D;
			immE <= immD;
			if(stall | fail_predictE) begin
				alu_codeE <= 6'd0;
				alu_srcE <= 1'd0;
				jump_codeE <= 2'd0;
				branch_codeE <= 3'd0;
				mem_storeE <= 2'd0;
				mem_loadE <= 3'd0;
				reg_writeE <= 1'd0;
				cannot_calcpcE <= 1'b0;
			end else begin	
				alu_codeE <= alu_codeD;
				alu_srcE <= alu_srcD;
				jump_codeE <= jump_codeD;
				branch_codeE <= branch_codeD;
				mem_storeE <= mem_storeD;
				mem_loadE <= mem_loadD;
				reg_writeE <= reg_writeD;
				cannot_calcpcE <= cannot_calcpcD;
			end
		end
	end
endmodule
==> run.sh <==
#!/bin/bash
# OpenROAD 26Q1-2900-gdf79404cd8, Yosys 0.63+post, stock flow scripts
make -C /OpenROAD-flow-scripts/flow DESIGN_CONFIG=/design/flow/config.mk WORK_HOME=/design/flow/orfs finish
==> config.mk <==
export PLATFORM = sky130hd
export DESIGN_NAME = de_reg
export DESIGN_NICKNAME = de_reg
export VERILOG_FILES = /design/flow/design.v
export SDC_FILE = /design/flow/constraint.sdc
export NUM_CORES = 4
export LEC_CHECK = 1
export CORE_AREA = 10 10 180 180
export DIE_AREA = 0 0 190 190
export SYNTH_HDL_FRONTEND = slang
==> constraint.sdc <==
current_design de_reg

set clk_period 4.8
set clk_io_pct 0.2

create_clock -name clk0 -period $clk_period [get_ports {CLK}]

set non_clock_inputs [all_inputs -no_clocks]
set_input_delay [expr $clk_period * $clk_io_pct] -clock clk0 $non_clock_inputs
set_output_delay [expr $clk_period * $clk_io_pct] -clock clk0 [all_outputs]
==> impl_metrics.csv <==
group,metric,value,unit
sta,setup_slack,2.29,ns
critical_path,cp-end-kind,"flip-flop",
floorplanning,rows,62,
final_layout,stdcell_area,9600,um^2
placement,dpl.hpwl,14900,um
placement,placed_area,9030,um^2
placement,pre_cts_slack,1.88,ns
clock_tree,cts_resized,0,
synthesis,ys_seq_elements,175,
synthesis,yosysWarningCount,0,
clock_tree,tritoncts,"yes",
power_and_ir_drop,combPwrFrac,11.3,%
drt,ant_nets,0,
power_and_ir_drop,pwr-share-clk,41.7,%
synthesis,syn_area_per_cell,12.0,um^2
floorplanning,core_area,28600,um^2
placement,gp_congestion,0.776,
power_and_ir_drop,power.internal,2.58,mW
sta,min_period_over_period,52.3,%
critical_path,cp.arrival,2.86,ns
sta,rsz0062_at_grt,"no",
clock_tree,cts_sinks,175,
critical_path,cp-startpoint,"nextpc[1]",
synthesis,synthDistinctLibCells,22,
drt,vias,4105,
drt,viasPerCell,3.48,
clock_tree,hold_buffers,0,
clock_tree,ctsLongestPathBuffers,2,
clock_tree,htree_num_levels,4,
sta,finalHoldViolCount,0,
placement,io_buffers,366,
final_layout,ff_latch_area,3500,um^2
final_layout,final-comb-area,1350,um^2
critical_path,startpoint_type,"input port",
run_status,run_status,"completed",
grt,track_usage,10.0,%
power_and_ir_drop,switching_share,21.4,%
flow_run,warnings,25,
power_and_ir_drop,power-per-cell-area,341,nW/um^2
drt,route.detailed.drc,0,
drt,routed_wl,18700,um
synthesis,synth_cells,415,
sta,drv_slew,0,
floorplanning,fp_util,17.4,%
critical_path,cp-endpoint,"pcE[11]$_SDFF_PN0_",
critical_path,critPathRequiredTime,5.15,ns
final_layout,final_cells,1178,
sta,worstMarginPinSlew,0.616,ns
power_and_ir_drop,power,3.28,mW
sta,setup_violations,0,
sta,whs,1.09,ns
min_path,min_path_type,"input port to flip-flop",
sta,fin_tns_setup,0,ns
power_and_ir_drop,seq_power_share,47.0,%
power_and_ir_drop,switching_power,0.700,mW
final_layout,area_delta_synth_final,93.3,%
synthesis,syn_area,4970,um^2
floorplanning,die_w,190,um
grt,grt_max_degree,84,
floorplanning,pin_count,367,
final_layout,fill_cells,2856,
power_and_ir_drop,vdd_drop_max,202,uV
final_layout,drive_gt1_share,4.67,%
final_layout,utilization,33.6,%
grt,grt_pass1_wl,27100,um
floorplanning,die_area,36100,um^2
flow_run,drv_cap,0,
synthesis,yosys_area,4970,um^2
synthesis,seq_area_frac_synth,70.5,%
clock_tree,cts_buffers,17,
synthesis,async_reset_ff_share,0,%
synthesis,yosys_cells,415,
critical_path,crit_fanout,7,
grt,grt_overflow,0,
grt,grt_pass1_vias,4310,
synthesis,synth_top_flop_cell,"dfxtp_1",
clock_tree,cts_setup_buffers,0,
sta,slew_headroom,58.9,%
synthesis,edf_count,0,
drt,drtIter0Drc,89,
floorplanning,die-height,190,um
critical_path,worst-setup-path-type,"input port to flip-flop",
clock_tree,path_clk_slew,0.07,ns
power_and_ir_drop,power.leakage,3.67,nW
drt,dr.pass1.iters,3,
sta,max_freq,398,MHz
sta,fin_crit,2.51,ns
clock_tree,cts-root-buf,"clkbuf_16",
drt,wl_per_cell,15.9,um
grt,antenna_found_initial,2,
placement,place_inst,1146,
==> worst min path at each step <==
stage         slack [ns]          from  depth (start not counted)                      end
global route        1.07  alu_codeD[5]                          2  alu_codeE[5]$_SDFF_PP0_
CTS                 1.06     instD[19]                          2     instE[19]$_SDFF_PP0_
finish              1.09      instD[5]                          2      instE[5]$_SDFF_PP0_
==> worst max-delay path, stage by stage <==
cell and delay (ns):
clkdlybuf4s50_1 0.43, inv_1 0.09, ha_1 0.17, or3b_1 0.50
or4_1 0.54, a31oi_1 0.16
==> logic make-up after synthesis <==
group	after synthesis	synth area share, %
AND-OR/OR-AND	27	3.37
XOR/XNOR	2	0.353
adder cells (fa/ha/maj)	1	0.252
buffers and inverters	26	2.32
flip-flops	175	70.5
multiplexers	2	0.403
AND/OR/NAND/NOR	182	22.8
==> final cells by class <==
cell class                      instances  share of cell area [%]
Multi-Input combinational cell        214                    14.1
Timing Repair Buffer                  370                    38.4
Clock buffer                           18                    4.47
Inverter                                3                   0.117
Tap cell                              384                    5.00
Antenna cell                            1                  0.0261
Sequential cell                       175                    36.5
Clock inverter                         13                    1.45
==> power groups by stage <==
| stage | registers, mW | clock network (mW) | logic (mW) |
|---|---|---|---|
| 4_1_cts | 1.54 | 1.44 | 0.381 |
| 5_1_grt | 1.55 | 1.50 | 0.405 |
| 6_report | 1.54 | 1.37 | 0.370 |
==> placed cells by master, fill, tap and decap left out <==
cell             count
clkdlybuf4s50_1    365
dfxtp_1            175
and2_1             162
clkbuf_16           17
o21ai_0             10
a31oi_1              7
nor2_1               6
or4_1                6
o31ai_1              6
or3_1                4
clkinv_2             4
buf_4                4
inv_1                3
inv_6                3
or2_2                2
a211oi_1             2
mux2i_1              2
bufinv_16            2
clkinv_4             2
clkinvlp_4           2
diode_2              1
nor3_1               1
or3b_1               1
a311oi_1             1
xor2_1               1
a21oi_1              1
xnor2_1              1
ha_1                 1
clkbuf_1             1
buf_2                1
==> per-layer routing <==
layer	part of all wire (%)	vias to the layer above	track usage [%]
li1	-	2043	-
met1	41	1800	12.3
met2	44	249	15.4
met3	15	11	5.83
met4	1.2	2	1.22
met5	0.064	-	0
==> registers in the layout, summed over array words and instances (netlist names) <==
name / cells
immE: 32
instE: 32
alu_codeE: 6
rs2E: 5
rs1E: 5
branch_codeE: 3
mem_loadE: 3
source1E: 32
source2E: 32
pcE: 13
rdE: 5
cannot_calcpcE: 1
reg_writeE: 1
jump_codeE: 2
mem_storeE: 2
alu_srcE: 1
==> cell usage after synthesis, types with 2 or more instances <==
cell type  number  area share (%)
inv_1           3            0.23
a211oi_1        2            0.30
or3_1           4            0.50
o31ai_1         6            0.91
or2_2           2            0.25
a31oi_1         7            0.88
mux2i_1         2            0.40
dfxtp_1       175              71
clkbuf_1       19             1.4
or4_1           6            0.91
nor2_1          6            0.45
buf_2           2            0.20
and2_1        162              20
o21ai_0        10             1.0
buf_6           2            0.45
Power is estimated from default activity; no workload was simulated.
