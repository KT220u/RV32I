[flow/run.sh]
#!/bin/bash
# OpenROAD 26Q1-2900-gdf79404cd8, Yosys 0.63+post, stock flow scripts
make -C /OpenROAD-flow-scripts/flow DESIGN_CONFIG=/design/flow/config.mk WORK_HOME=/design/flow/orfs finish
[flow/config.mk]
export PLATFORM = sky130hd
export DESIGN_NAME = check
export DESIGN_NICKNAME = check
export VERILOG_FILES = /design/flow/design.v
export SDC_FILE = /design/flow/constraint.sdc
export NUM_CORES = 4
export LEC_CHECK = 1
export CORE_UTILIZATION = 30
export SYNTH_HDL_FRONTEND = slang
[flow/constraint.sdc]
current_design check

set clk_period 15.8
set clk_io_pct 0.2

create_clock -name clk0 -period $clk_period [get_ports {CLK}]

set non_clock_inputs [all_inputs -no_clocks]
set_input_delay [expr $clk_period * $clk_io_pct] -clock clk0 $non_clock_inputs
set_output_delay [expr $clk_period * $clk_io_pct] -clock clk0 [all_outputs]
[flow/design.v]
module check(CLK, NRST, pc1_in, pc2_in, inst1_in, inst2_in, state1_in, state2_in, pc1_out, pc2_out, inst1_out, inst2_out, state1_out, state2_out, is_depend, branch_numberD, stall, fail_predictD, fail_predictE, hit_predict1);
	input CLK, NRST;
	input [12:0] pc1_in, pc2_in;
	input [31:0] inst1_in, inst2_in;
	input [1:0] state1_in, state2_in;
	output [12:0] pc1_out, pc2_out;
	output [31:0] inst1_out, inst2_out;
	output [1:0] state1_out, state2_out;
	output is_depend;
	output reg [1:0] branch_numberD;  
	input stall;
	input fail_predictD, fail_predictE;
	input hit_predict1;
	wire [31:0] inst1, inst2;
	wire [12:0] pc1, pc2;
	wire [1:0] state1, state2;
	reg [31:0] inst2_buffer;
	reg [12:0] pc2_buffer;
	reg [1:0] state2_buffer;
	reg was_depend;
	wire [1:0] branch_numberC;
	assign inst1 = (was_depend) ? inst2_buffer : inst1_in;
	assign inst2 = (was_depend) ? inst1_in : inst2_in;
	assign pc1 = (was_depend) ? pc2_buffer : pc1_in;
	assign pc2 = (was_depend) ? pc1_in : pc2_in;
	assign state1 = (was_depend) ? state2_buffer : state1_in;
	assign state2 = (was_depend) ? state1_in : state2_in;
	assign inst1_out = inst1;
	assign inst2_out = (!is_depend) ? inst2 : 32'd0;
	assign pc1_out = pc1;
	assign pc2_out = (!is_depend) ? pc2 : 13'd0;
	assign state1_out = state1;
	assign state2_out = (!is_depend) ? state2 : 2'd0;
	wire [4:0] opcode1, opcode2;	 
	wire branch;
	wire reg_write;
	wire use_rs1, use_rs2;
	wire store1, store2, load2;
	wire [4:0] rs1, rs2, rd;
	assign opcode1 = inst1[6:2];
	assign opcode2 = inst2[6:2];
	assign branch = opcode1[4];
	assign reg_write = opcode1[0] | opcode1[2] | ~opcode1[3];
	assign use_rs1 = ~opcode2[0] | (~opcode2[1] & ~opcode2[1]);
	assign use_rs2 = ~opcode2[0] & opcode2[3];
	assign store1 = ~opcode1[4] & opcode1[3] & ~opcode1[2];
	assign store2 = ~opcode2[4] & opcode2[3] & ~opcode2[2];
	assign load2 = ~opcode2[3] & ~opcode2[0];
	assign rs1 = inst2[19:15];
	assign rs2 = inst2[24:20];
	assign rd = inst1[11:7];
	assign is_depend = ((reg_write & rd != 5'd0 & ((use_rs1 & (rs1 == rd)) | (use_rs2 & (rs2 == rd)))) |
						(branch) | 
						(store1 & store2) | 
						(store1 & load2)) 
						? (inst2 != 32'd0) ? 1'b1 : 1'b0 : 1'b0;
	assign branch_numberC = opcode1[4] ? 2'b01 : opcode2[4] ? 2'b10 : 2'b00;
	always @(posedge CLK) begin
		if(!NRST | fail_predictE | (fail_predictD & ~stall)) begin
			was_depend <= 1'b0;
			branch_numberD <= 2'b00;
			inst2_buffer <= 32'd0;
			pc2_buffer <= 13'd0;
			state2_buffer <= 2'd0;
		end else if(stall) begin
			was_depend <= was_depend;
			branch_numberD <= branch_numberD;
			inst2_buffer <= inst2_buffer;
			pc2_buffer <= pc2_buffer;
			state2_buffer <= state2_buffer;
		end else begin
			was_depend <= is_depend;
			branch_numberD <= branch_numberC;
			inst2_buffer <= inst2;
			pc2_buffer <= pc2;
			state2_buffer <= state2;
		end
	end
endmodule
==> highlights.md <==
## Synthesis
- **number of enable flip-flop cells** 0
- **top flip-flop cell by instance count after synthesis** sky130_fd_sc_hd__dfxtp_1
- **main area contributors after synthesis** sky130_fd_sc_hd__dfxtp_1 (24%), sky130_fd_sc_hd__mux2_2 (21%), sky130_fd_sc_hd__and3b_1 (9.6%)
- **Avg Inst Size Synth** 8.55 sq um
- **top cell type by total area after synthesis** sky130_fd_sc_hd__dfxtp_1
- **async set or reset register ratio after synthesis** 0%
- **Max-area cell share** 24.5%
- **Yosys Instances** 478
- **sequential-to-total area share from yosys stat** 24.5%
- **post-synthesis cell area** 4090 sq um
- **number of standard cells after synthesis** 478
- **#FFs+latches synth** 50
- **yosys stat area** 4090 sq um
- **yosys warning tally** 0
- **distinct cell type count after synthesis** 52

## STA
- **Worst Clk Skew** 2.49 ps
- **Final period util** 59.0%
- **number of hold violations in the final report** 0
- **final setup violation count** 0
- **highest achievable clock rate** 107 MHz
- **Worst-Margin Slew** 831 ps
- **number of max-slew violations in the final report** 0
- **Worst Slack Setup Final** 6480 ps
- **max_slew headroom** 44.6%
- **total negative slack for setup checks** 0 ps
- **setup repair after global routing missed its margin** false
- **clock period minus worst slack** 9320 ps

## Worst setup path
- **arrival time of data at the critical path endpoint** 6160 ps
- **internal reg-to-reg setup slack** 12760 ps
- **Startpoint Class** primary input
- **worst reg2reg startpoint** was_depend$_SDFFE_PP0N_
- **reg2reg path depth** 7
- **end of the worst register-to-register path** was_depend$_SDFFE_PP0N_
- **beginning of the critical path** inst2_in[3]
- **peak per-stage delay on the critical path** 660 ps
- **largest driver fanout on the critical path** 46
- **Most Frequent Cell on Critical Path** sky130_fd_sc_hd__clkdlybuf4s50_1
- **data required time at the worst endpoint** 12640 ps
- **slowest stage cell on the critical path** sky130_fd_sc_hd__nor4_1
- **type of element capturing the critical path** output pin
- **worst setup path class** in -> out
- **CP cell instances** clkdlybuf4s50_1 > nor4_1 > nand3_1 > o22ai_1 > nand2_1 > nand2_4 > and3b_1 > clkdlybuf4s50_1

## Min path
- **end point of the worst hold path** inst2_buffer[4]$_SDFFE_PP0N_
- **cell depth of the worst hold path** 2
- **Hold WC Path Type** reg -> reg
- **startpoint of the worst hold path** inst2_buffer[4]$_SDFFE_PP0N_

## Global routing
- **number of global-route vias before repair** 4013
- **global router's overall resource usage** 20.3%
- **met3 track utilization from global routing** 5.51%
- **GR met2 Demand/Resource** 31.1%
- **most congested layer reported by global routing** met2
- **met1 demand-to-capacity share in global routing** 29.5%
- **grt ovf** 0
- **global-route wire length before repair** 22300 microns
- **antenna violations before repair** 0
- **largest net degree at the start of global routing** 71

## Routing
- **total antenna diodes in the routed design** 0
- **drt first-iter violations** 252
- **via count** 4137
- **number of detailed-routing iterations run before antenna repair** 5
- **average detailed-routed wire length per instance** 17.2 microns
- **Post-route DRC** 0
- **residual antenna-violating net count after detailed routing** 0
- **Via-to-Cell Ratio** 5.05
- **final routed wirelength across all metal layers** 14100 microns

## CTS
- **number of buffers between clock root and the deepest sink** 2
- **clock net sink count** 50
- **Root Buffer** sky130_fd_sc_hd__clkbuf_16
- **number of setup buffers added after CTS** 0
- **number of resized instances in the post-cts repair step** 0
- **CTS H-tree depth** 2
- **post-cts hold-fix buffer tally** 0
- **clock tree from TritonCTS** built
- **Worst-Skew Late Latency** 290 ps
- **TritonCTS Buffers** 5
- **clock slew seen by the registers of the worst setup and hold paths** 70 ps

## Placed design
- **GPL Wtd Cong** 0.916
- **worst slack at placement** 6540 ps
- **number of cells after detailed placement** 813
- **cell area after placement** 6050 sq um
- **port buffer count** 195
- **DPL Wire Length** 10100 microns

## Layout
- **leading cell type in the layout, fill and taps excluded** sky130_fd_sc_hd__clkdlybuf4s50_1
- **Final Non-Filler Cells** 820
- **Final Cell Area** 6180 sq um
- **area overhead of the layout relative to synthesis** 51.3%
- **commonest cells after routing, fill and taps aside** sky130_fd_sc_hd__clkdlybuf4s50_1 (194), sky130_fd_sc_hd__mux2_2 (75), sky130_fd_sc_hd__nor2_1 (60)
- **fraction of final layout cells sized beyond drive strength 1** 14.9%

## Pwr
- **worst supply voltage drop on vdd** 0.0000319 V
- **power consumption** 371 uW
- **standby leakage power** 0.00231 uW
- **Cell Pwr Density** 60.0 nW/um^2

## Job
- **number of OpenROAD warnings** 26
- **max-capacitance violation count** 0

## Floorplanning
- **standard cell core area** 13200 sq um
- **effective utilization at floorplan** 30.9%
- **total I/O pin count** 197
- **overall die height** 119 microns
- **area enclosed by the die boundary** 14100 sq um
- **width of the die** 119 microns
- **Std-Cell Rows** 42

## Run status
- **run status** finished clean

==> how the worst max path moves through the flow <==
stage,depth (start not counted),end
CTS,9,is_depend
global route,9,inst2_out[11]
finish,8,inst2_out[11]
==> logic make-up after synthesis <==
logic type	after synthesis	synth area share [%]
simple gates	235	33.5
mux	88	24.3
xor+xnor	10	2.14
compound gates	43	8.42
buf+inv	52	7.10
flops	50	24.5
==> layout make-up <==
| cell class | count | area [sq um] |
|---|---|---|
| clock buffers | 7 | 133 |
| well taps | 176 | 220 |
| flip-flops and latches | 50 | 1000 |
| multi-input cells | 376 | 2800 |
| fillers | 1259 | 7060 |
| repair buffers | 199 | 1980 |
| inverters | 12 | 45.0 |
==> where the power goes <==
group	leakage (uW)	switching, uW	internal, uW
clock	0.0000640	50.2	58.3
combinational	0.00183	46.0	81.7
sequential	0.000408	4.51	131
total	0.00231	101	270
==> through the flow <==
stage / hold WS (ps) / utilization (%)
after floorplan: 436 / -
after global placement: 472 / 45.7
after detailed placement: 471 / 45.7
after CTS: 481 / 46.7
after global routing: 520 / 46.7
final: 482 / 46.7
==> critical path: cells and delay by family <==
kind            cells  cell delay (ps)
compound gates      1              250
buf+inv             2             1010
simple gates        5             1720
==> flip-flops by register name, indices dropped and copies added (netlist names) <==
name            count
was_depend          1
inst2_buffer       32
pc2_buffer         13
branch_numberD      2
state2_buffer       2
==> synth_stat cells (8+ instances only) <==
| cell type | count |
|---|---|
| sky130_fd_sc_hd__nor4_1 | 10 |
| sky130_fd_sc_hd__clkbuf_1 | 14 |
| sky130_fd_sc_hd__buf_2 | 10 |
| sky130_fd_sc_hd__nand2_1 | 9 |
| sky130_fd_sc_hd__buf_6 | 10 |
| sky130_fd_sc_hd__and3b_1 | 45 |
| sky130_fd_sc_hd__a21oi_1 | 8 |
| sky130_fd_sc_hd__nor3_1 | 49 |
| sky130_fd_sc_hd__nor2_1 | 60 |
| sky130_fd_sc_hd__inv_1 | 12 |
| sky130_fd_sc_hd__mux2_2 | 75 |
| sky130_fd_sc_hd__dfxtp_1 | 50 |
| sky130_fd_sc_hd__nor2b_1 | 42 |
==> metal layers <==
layer / vias up / wire (microns) / part of all wire (%)
met2: 170 / 6280 / 45
li1: 2029 / - / -
met3: 17 / 1250 / 8.9
met4: 0 / 221 / 1.6
met1: 1921 / 6320 / 45
met5: - / 0 / 0
No activity file was given, so power comes from the tool's default toggle rates.
